### flow/design.v
`timescale 1ns / 1ps
module timer(
    input clk,
    input idle,
    input ready1,
    input ready2,
    input ready3,
    input soak,
    input wash,
    input rinse,
    input spin,
    output reg soaked,
    output reg washed,
    output reg rinsed,
    output reg spun
    );
    parameter wash1time=500,wash2time=750,wash3time=1000,soaktime=800,rinsetime=900,spintime=1000;
    reg [9:0] washcounter,soakcounter,rinsecounter,spincounter,washtime;
    always@(posedge clk)
    begin 
        if(ready1==1) washtime=wash1time;
        else if(ready2==1) washtime=wash2time;
        else if(ready3==1) washtime=wash3time;
    end
    always@(posedge clk)
    begin
        if(soakcounter==soaktime)soaked=1;
        if(washcounter==washtime) washed=1;
        if(rinsecounter==rinsetime) rinsed=1;
        if(spincounter==spintime) spun=1;
        if(idle==1 || ready1==1 || ready2==1 || ready3==1) begin
            washcounter=0;
            soakcounter=0;
            rinsecounter=0;
            spincounter=0;
            soaked=0;
            washed=0;
            rinsed=0;
            spun=0;
        end
        if(soak==1) soakcounter=soakcounter+1;
        if(wash==1) washcounter=washcounter+1;
        if(rinse==1) rinsecounter=rinsecounter+1;
        if(spin==1) spincounter=spincounter+1;
    end
endmodule
### flow/run.sh
#!/bin/bash
# OpenROAD 26Q1-2900-gdf79404cd8, Yosys 0.63+post, stock flow scripts
make -C /OpenROAD-flow-scripts/flow DESIGN_CONFIG=/design/flow/config.mk WORK_HOME=/design/flow/orfs finish
### flow/config.mk
export PLATFORM = sky130hd
export DESIGN_NAME = timer
export DESIGN_NICKNAME = timer
export VERILOG_FILES = /design/flow/design.v
export SDC_FILE = /design/flow/constraint.sdc
export NUM_CORES = 4
export LEC_CHECK = 1
export CORE_UTILIZATION = 50
### flow/constraint.sdc
current_design timer

set clk_period 10.4
set clk_io_pct 0.2

create_clock -name clk0 -period $clk_period [get_ports {clk}]

set non_clock_inputs [all_inputs -no_clocks]
set_input_delay [expr $clk_period * $clk_io_pct] -clock clk0 $non_clock_inputs
set_output_delay [expr $clk_period * $clk_io_pct] -clock clk0 [all_outputs]
==> reports/results.ini <==
[status]
status=complete, no violations

[setup_path]
cp-end-kind=flip-flop
reg2reg_slack_ns=8.78
rr_worst_depth=5
worstSetupPathType=in -> reg
cp_max_fo=14
crit_path_start_kind=primary input
regToRegEndpoint=washcounter[8]
r2r_start=washcounter[1]
arrival_ns=4.28
worstPathRequired_ns=10.63

[clock_network]
clk_latency_ns=0.29
cts_buffer_depth=2
post-cts-setup-buffers=0
hold_buffers=0
clock-sinks=49
cts_root_buf=clkbuf_8
cts.repair.resized=0
cts_max_level=2
path_clk_slew_ns=0.08
cts_tree=yes
cts_buffers=5

[synth]
synth.top_cell.area_share_pct=46.0
syn_area_per_cell_sq_um=9.27
yosysTopAreaCell=dfxtp_1
netlist_area_sq_um=2130
ys_seq_share_pct=46.0
synthTopCellsByArea=dfxtp_1 46%, xor2_1 6.6%, or4_1 5.3%, a21oi_1 4.9%, o31ai_1 4.9%
ys_cells=230
synthCells=230
yosys_warnings=1
synth_cell_types=29
numSynthFlops=49
yosys-stat-area_sq_um=2130

[global_route]
grt_usage_pct=18.2
grt_pass1_vias=1490
overflow=0
met1_usage_pct=27.7
grt_use_met3_pct=3.60
grt_max_degree=32
antenna_found_initial=0
grt_first_pass_wirelength_um=6290
met2_usage_pct=28.5
grt.busiest_layer=met2

[routing]
via_per_inst=5.79
drcViolationCount=0
antenna_cells=0
drtAntennaViolNets=0
firstDrtPassIters=4
vias=1714
wire_per_inst_um=12.7
wirelength_um=3760
initialDrtViolationCount=53

[pwr]
cellPowerDensity_nw_per_um2=130
leakage_nw=0.733
ir_drop_v=0.0000797

[die]
io_pins=13
fp.coreArea_sq_um=4060
die-area_sq_um=4530
die_w_um=67.3
fp_util_pct=52.5
die_y_um=67.3
rows=23

[job]
max-cap-violations=0
warnings=26

[placement]
dp.cells=289
routabilityCongestion=0.818
place_area_sq_um=2320
portBuffers=12
hpwlAfterDp_um=2590

[sta]
hold_violations=0
rsz0062_at_grt=no
period_used_pct=39.0
setup_violations=0
tns_ns=0
tightest_slew_ns=0.337
finalMaxSlewViolations=0
skew_ns=0.00454
fin_crit_ns=4.06
fmax_mhz=247
maxSlewHeadroom_pct=77.2

[cells_and_area]
drive_above_1_share_pct=5.69
area_growth_pct=12.7
fillCellCount=337
fin_area_sq_um=2400
fin_cells=296

[min_path]
hp-class=reg -> reg
holdPathStages=2
whs_endpoint=washed
hold_start=washed

==> cell type report <==
class | instances | area (sq um) | share of cell area, %
Tap cell | 50 | 62.6 | 2.60
Multi-Input combinational cell | 171 | 1120 | 46.6
Timing Repair Buffer | 14 | 135 | 5.63
Sequential cell | 49 | 981 | 40.8
Clock buffer | 7 | 86.3 | 3.59
Inverter | 5 | 18.8 | 0.781
==> sequential cells by signal, indices dropped and copies added (netlist names) <==
| signal | flops |
|---|---|
| washtime | 5 |
| rinsed | 1 |
| washcounter | 10 |
| washed | 1 |
| soaked | 1 |
| spincounter | 10 |
| rinsecounter | 10 |
| spun | 1 |
| soakcounter | 10 |
==> cells in the mapped netlist <==
cell type,number
a211o_1,1
a21o_1,1
a21oi_1,21
a31oi_1,1
a41oi_1,1
and2_1,8
buf_2,1
clkbuf_1,4
dfxtp_1,49
ha_1,4
inv_1,5
mux2_2,4
nand2_1,18
nand3_1,7
nand4_1,15
nor2_1,15
nor3_1,1
nor4_1,1
nor4b_1,4
nor4bb_1,2
o21a_1,1
o21ai_0,6
o21bai_1,1
o31ai_1,14
o31ai_2,1
or3_1,7
or4_1,15
xnor2_1,6
xor2_1,16
==> layer usage <==
metal | part of all wire [%] | wire length [um]
met5 | 0 | 0
met2 | 45 | 1700
met3 | 2.9 | 110
met4 | 1.1 | 40
met1 | 51 | 1910
==> placed cells by master, fill, tap and decap left out, types with 2 or more instances in the layout <==
cell	n
xor2_1	16
o21ai_0	6
ha_1	4
and2_1	8
clkbuf_8	6
nor4b_1	4
dfxtp_1	49
inv_1	5
nand3_1	7
a21oi_1	21
xnor2_1	6
nand2_1	18
or4_1	15
mux2_2	4
clkdlybuf4s50_1	12
nor2_1	15
buf_4	2
nor4bb_1	2
nand4_1	15
o31ai_1	14
or3_1	7
==> how the worst max path moves through the flow <==
stage | cells after the start | from | to
final | 8 | ready2 | washcounter[8]
after global routing | 8 | ready2 | soakcounter[8]
after CTS | 8 | ready2 | washcounter[8]
==> logic make-up after synthesis <==
logic type,after synthesis,share of synthesized area [%]
AOI/OAI and AO/OA,48,14.0
and+or+nand+nor,93,24.6
buffers and inverters,10,1.82
DFF,49,46.0
muxes,4,2.11
xor gates and xnor gates,22,9.04
adders and majority gates,4,2.35
==> worst max-delay path, stage by stage <==
cell and delay [ns]:
clkdlybuf4s50_1 0.52, nor4_2 0.30, buf_4 0.22, and2_1 0.18, ha_1 0.18, nand2_1 0.13
or4_1 0.53, a21oi_1 0.15
==> per-stage QoR <==
step / worst slack [ns] / total power, mW / utilization, % / hold slack, ns
finish: 6.34 / 0.313 / 59.2 / 0.475
detailed placement: 6.05 / 0.208 / 57.1 / 0.462
global route: 6.21 / 0.327 / 59.2 / 0.499
floorplan: 6.55 / 0.201 / - / 0.411
CTS: 6.35 / 0.317 / 59.2 / 0.479
global placement: 6.12 / 0.208 / 57.1 / 0.458
==> report_power, final <==
| group | switching (mW) | total [mW] | leakage [nW] | internal [mW] |
|---|---|---|---|---|
| registers | 0.00231 | 0.192 | 0.398 | 0.190 |
| clock network | 0.0561 | 0.109 | 0.0443 | 0.0528 |
| logic | 0.00561 | 0.0115 | 0.291 | 0.00587 |
| total | 0.0641 | 0.313 | 0.733 | 0.249 |
Power figures rest on the tool's default switching activity, not on a simulated workload.
