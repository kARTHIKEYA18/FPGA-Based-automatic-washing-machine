==> flow/design.v <==
`timescale 1ns / 1ps
module clkdiv(
    input mclk,
    input rst,
    output clk190
);
reg [18:0] clk_div;
always@(posedge mclk,posedge rst)
begin
if(rst==1)
clk_div=0;
else 
clk_div=clk_div+1; 
end
assign clk190=clk_div[18];
endmodule
==> flow/run.sh <==
#!/bin/bash
# OpenROAD 26Q1-2900-gdf79404cd8, Yosys 0.63+post, stock flow scripts
make -C /OpenROAD-flow-scripts/flow DESIGN_CONFIG=/design/flow/config.mk WORK_HOME=/design/flow/orfs finish
==> flow/config.mk <==
export PLATFORM = sky130hd
export DESIGN_NAME = clkdiv
export DESIGN_NICKNAME = clkdiv
export VERILOG_FILES = /design/flow/design.v
export SDC_FILE = /design/flow/constraint.sdc
export NUM_CORES = 4
export LEC_CHECK = 1
export CORE_AREA = 10 10 100 100
export DIE_AREA = 0 0 110 110
==> flow/constraint.sdc <==
current_design clkdiv

set clk_period 3.5
set clk_io_pct 0.2

create_clock -name clk0 -period $clk_period [get_ports {mclk}]

set non_clock_inputs [all_inputs -no_clocks]
set_input_delay [expr $clk_period * $clk_io_pct] -clock clk0 $non_clock_inputs
set_output_delay [expr $clk_period * $clk_io_pct] -clock clk0 [all_outputs]
==> impl.org <==
* Flow results

** Run status
- Run status :: finished, final reports clean

** Final timing
- Per the final report, max-transition violations number 0.
- In the finished design, the share of the clock period the worst path needs comes to 51.00%.
- Final clock skew :: 7.877 ps
- Maximum frequency from static timing analysis :: 0.5603 GHz
- Counting I/O delays and the setup requirement, the final critical path takes 1785 ps.
- Final number of hold-violating endpoints :: 0
- Setup repair after global routing left no endpoint under its margin.
- Normalized max-slew margin :: 52.70%
- Total Negative Setup Slacks :: 0 ps
- Hold timing on the final database bottoms out at a slack of 467.5 ps.
- For the pin with the worst max-slew slack, the measured transition is 708.7 ps.
- Setup slack after layout :: 1715 ps
- Number of setup violations in the final report :: 0

** Worst setup path
- Cell type of the slowest stage on the worst timing path :: sky130_fd_sc_hd__clkdlybuf4s50_1
- According to the timing report, the arrival time at the worst endpoint equals 1080 ps.
- Register-to-register setup slack :: 1990 ps
- The critical path in this run is classified as reg -> out.
- For the worst reg-to-reg path, the endpoint reported by OpenROAD is clk_div[16].
- The OpenROAD report gives the critical path a required time of 2800 ps.
- For the worst reg-to-reg path, the startpoint reported by OpenROAD is clk_div[0].
- For the worst flop-to-flop path, the logic depth is 5.
- Crit path largest cell delay :: 470 ps
- Worst path cell trace :: clkdlybuf4s50_1
- Worst Setup End Kind :: output pin
- The worst setup path is launched from a flop.
- The timing report attributes the biggest portion of critical-path delay to buffers and inverters.
- Crit path max fanout :: 2
- CP bufs+invs :: 1

** Die
- In this run the core area contains 32 standard-cell rows.
- Core area :: 7807 um2
- Pin placement for this block handled 3 I/O pins.
- The initial utilization of the core area, before any placement, comes to 10.61%.
- The die is 110 um wide.
- Measured along the y axis, the die boundary spans 110 um.
- Chip area :: 12100 um2

** CTS
- Buffer count from post-CTS setup fixing :: 0
- Clock buffer count from CTS :: 3
- TritonCTS built the clock tree.
- Register clock-pin slew on the reported worst setup and hold paths :: 80 ps
- For this design, the CTS-stage hold fixing added 0 buffers.
- Root Buffer Master :: sky130_fd_sc_hd__clkbuf_8
- The report lists the number of cells resized after CTS as 0.
- Number of H-tree levels :: 1
- Sinks on Clock Net :: 19
- At the later pin of the worst-skew pair, clock insertion delay measures 260 ps.
- Maximum count of clock buffers along a single path :: 2

** Worst hold path
- For hold timing, the worst endpoint is clk_div[16].
- Path type of the worst min-delay path :: reg -> reg
- The startpoint identified for the worst hold timing path is clk_div[16].
- Number of instances on the worst hold path :: 1

** Logic synthesis
- Per the synth log, the flip-flop and latch total comes to 19.
- Mux area share :: 0%
- For this run, the register share of the synthesized area comes to 57.40%.
- Looking at the gate-level netlist, the highest instance count belongs to sky130_fd_sc_hd__dfrtp_1.
- For reference, simple AND, OR, NAND and NOR cells occupy 22.21% of the area reported after synthesis.
- Top cells by area in the synthesized netlist :: sky130_fd_sc_hd__dfrtp_1, sky130_fd_sc_hd__xnor2_1, sky130_fd_sc_hd__xor2_1
- The synthesized design contains 0 enable-type register cells.
- Top area contributor share :: 57.40%
- Fraction of registers with async set or reset after synthesis :: 100.0%
- Summed instance area of the synthesized netlist :: 828.3 um2
- Synthesis area per yosys :: 828.3 um2
- Post-synthesis average cell area :: 12.36 um2
- Compound-cell area share of the yosys netlist :: 0%
- The commonest cells after synthesis are sky130_fd_sc_hd__dfrtp_1, sky130_fd_sc_hd__xnor2_1, sky130_fd_sc_hd__nand2_1, sky130_fd_sc_hd__xor2_1, sky130_fd_sc_hd__nand3_1.
- Per the synthesis report, the number of distinct cell types is 18.
- Yosys shows that the main logic family after synthesis is simple AND/OR/NAND/NOR gates.
- Of the total synthesized cell area, the portion taken by XOR and XNOR cells is 17.98%.
- Largest area contributor in the synthesized netlist :: sky130_fd_sc_hd__dfrtp_1
- Counting the warning lines in the Yosys log gives 1.
- Looking at the cell usage after synthesis, the top flip-flop cell is sky130_fd_sc_hd__dfrtp_1.
- Per the synthesis report, the adder-cell share of the synthesized area is 1.511%.
- Post-Syn Instances :: 67
- The number of cells reported by Yosys stat comes to 67.

** Finish
- Of the cells placed in the final design, the portion with a size suffix greater than 1 is 10.96%.
- Filler-free cell count of the finished design :: 175
- The register with the most flip-flops in the layout has 19 of them.
- Per the run report, area growth between synthesis and finish was 23.41%.
- Finished Cell Area :: 1022 um2
- Number of filler instances in the final layout :: 876
- Post-route core utilization :: 13.09%

** Power
- Switch Pwr :: 0.07746 mW
- Clock power share :: 40.4%
- Dividing total power by cell area gives a power density of 368.8 nW/um2.
- Internal Dissipation :: 0.2995 mW
- The highest supply drop recorded on VDD is 0.1244 mV.
- Static leakage :: 0.4512 nW
- Combinational logic is responsible for 1.4% of the overall power.
- Sequential share of power :: 58.2%
- Sw Share :: 20.55%
- Summing internal, switching and leakage power gives 0.3770 mW.

** Global routing
- Summed over all routing layers, the global router reports a total usage of 2.398%.
- Number of global-route vias before repair :: 525
- First-pass GRT wire length :: 2.325 mm
- Entering global routing, the biggest net connects 20 pins.
- The total overflow left after global routing is 0.
- The number of antenna violations at the first check in global routing was 0.

** Placement
- The pre-CTS setup check shows a worst slack of 1826 ps.
- Sum of net half-perimeters after detailed placement :: 877 um
- Total cell area at the placement stage :: 975.9 um2
- Quantity of I/O buffers inserted on ports :: 2
- After detailed placement, the design holds a cell count of 171.
- Routability-driven placement finished with a final weighted congestion of 0.7234.

** Route
- Post-detailed-route count of antenna-violating nets :: 0
- Vias :: 480
- Detailed-route iteration 0 reported a violation count of 9.
- For this run, the detailed router's first-pass iteration total came to 4.
- For this run, the script counts the antenna cells in the layout as 0.
- Count of unresolved DRC violations after routing :: 0
- Using the TritonRoute via totals, the vias-per-cell ratio works out to 2.743.
- The wire length recorded after detailed routing is 1.256 mm.
- Routed length per placed instance :: 7.177 um

** Run
- Count of tool warnings :: 25
- The tool flagged a number of max-cap violations equal to 0.
## how the worst max path moves through the flow
stage / startpoint / end / slack (ps) / cells past startpoint
final: clk_div[18] / clk190 / 1720 / 1
after global routing: clk_div[18] / clk190 / 1640 / 1
after CTS: clk_div[18] / clk190 / 1690 / 1
## power groups by stage
stage	Combinational (mW)	Clock (mW)	Sequential [mW]
after global routing	0.00643	0.174	0.219
after CTS	0.00573	0.157	0.219
final	0.00519	0.152	0.219
## area by class of cell
class                           count  area (um2)  share of cell area, %
Sequential cell                    19       475.5                  46.51
Clock buffer                        3       41.29                  4.039
Tap cell                          102       127.6                  12.48
Clock inverter                      1       5.005                 0.4896
Timing Repair Buffer                2       20.02                  1.958
Inverter                            2       7.507                 0.7344
Multi-Input combinational cell     46       345.3                  33.78
## cells by family (layout without fill, tap and decap cells)
logic type	after synthesis	after routing
xor gates and xnor gates	17	17
adders and majority gates	1	1
buffers and inverters	2	8
DFF	19	19
and+or+nand+nor	28	28
## cell usage in the layout (no fill, tap or decap), drive strengths merged
| cell type | instances |
|---|---|
| xnor2 | 11 |
| and3 | 2 |
| or2 | 1 |
| clkdlybuf4s50 | 2 |
| nand3 | 6 |
| nand2 | 6 |
| clkinv | 1 |
| dfrtp | 19 |
| and4 | 1 |
| nand4 | 4 |
| clkbuf | 3 |
| nor2 | 4 |
| ha | 1 |
| inv | 2 |
| and2 | 1 |
| nor3 | 2 |
| xor2 | 6 |
| nor4 | 1 |
## per-layer routing
metal  up-vias  global-route usage, %  routed length [um]
met5         -                      0                   0
met4         0                 0.5576                  30
met3         2                  1.410                  98
met2         5                  3.810                 540
met1       238                  2.723                 587
li1        235                      -                   -
Power is estimated from default activity; no workload was simulated.
